[design/flow/config.mk]
export PLATFORM = sky130hd
export DESIGN_NAME = Slave_SPI
export DESIGN_NICKNAME = Slave_SPI
export VERILOG_FILES = /design/flow/design.v
export SDC_FILE = /design/flow/constraint.sdc
export NUM_CORES = 4
export LEC_CHECK = 1
export CORE_UTILIZATION = 30
[design/flow/constraint.sdc]
current_design Slave_SPI

set clk_period 7.3
set clk_io_pct 0.2

create_clock -name clk0 -period $clk_period [get_ports {SLCK}]

set non_clock_inputs [all_inputs -no_clocks]
set_input_delay [expr $clk_period * $clk_io_pct] -clock clk0 $non_clock_inputs
set_output_delay [expr $clk_period * $clk_io_pct] -clock clk0 [all_outputs]
[design/flow/design.v]
module ALU #(parameter WIDTH = 4) (
    input logic [WIDTH - 1:0] A, B,
    input logic [1:0] opcode,
    output logic [WIDTH - 1:0] result,
    output logic N, Z, C, V
);
logic [WIDTH-1:0] addResult;
logic [WIDTH-1:0] subResult;
logic [WIDTH-1:0] andResult;
logic [WIDTH-1:0] orResult;
adder_n_bit #(WIDTH) adder(
    .a(A), 
    .b(B), 
    .sum(addResult), 
    .cout());
subtractor_n_bit #(WIDTH) subtractor(
    .a(A), 
    .b(B), 
    .difference(subResult), 
    .bout());
assign result = (opcode == 2'b00) ? addResult :
                (opcode == 2'b01) ? subResult :
                (opcode == 2'b10) ? andResult :
                (opcode == 2'b11) ? orResult :
                0;
assign N = (opcode == 2'b01 && (A < B));
assign Z = (result == 0);
assign C = (opcode == 2'b00) && (result < A);
assign V = (opcode == 2'b00) && (result > 0) && (result < A);
assign andResult = A & B;
assign orResult = A | B;
endmodule
module PWM_module (
	input reg[3:0] dutyMultiplier, input logic clk, rst,
	output pwm_out
);
	reg[8:0] duty;
	reg [7:0] Q_reg, Q_next;
	always @ (posedge clk, negedge rst) begin
		if (!rst)
			Q_reg = 8'b00000000;
		else
			Q_reg = Q_next;
	end
	always @(*) begin
		Q_next = Q_reg + 1;
	end
	assign duty = dutyMultiplier * (2**8)/10;
	assign pwm_out = (Q_reg < duty);
endmodule
module SPI_Communication (
    input logic CS,
    input logic MOSI,
    input logic SLCK,
	 input reg [7:0] mosi,
    output reg [7:0] miso,
    output reg [3:0] num1,
    output reg [3:0] num2,
    output reg [1:0] operacion,
	 output logic LED_handshake,
    input logic [3:0] resultado
);
typedef enum logic [3:0] {
    IDLE,
    RECEIVING_HANDSHAKE,
    HANDSHAKE_CONFIRMED,
    RECEIVING_NUM1,
    RECEIVING_NUM2,
    RECEIVING_OPERATION
} state_t;
reg [3:0] state = IDLE;
reg [3:0] counter;
always @(posedge SLCK) begin
    case (state)
        IDLE: begin
            if (CS == 0) begin
                state <= RECEIVING_HANDSHAKE;
            end
        end
        RECEIVING_HANDSHAKE: begin
            if (mosi == 8'hAA) begin
                state <= HANDSHAKE_CONFIRMED;
					 LED_handshake <= 1'b1;
            end
        end
        HANDSHAKE_CONFIRMED: begin
            miso <= 8'hBB;
            state <= RECEIVING_NUM1;
        end
        RECEIVING_NUM1: begin
				if(counter == 3'b100)begin
					counter <= 3'b000;
					state <= RECEIVING_NUM2;
				end else begin
					num1 <= {num1[2:0], MOSI};
					counter <= counter + 3'b001;
            end
        end
        RECEIVING_NUM2: begin
				if(counter == 3'b100)begin
					state <= RECEIVING_OPERATION;
					counter <= 3'b000;
				end else begin
					num2 <= {num2[2:0], MOSI};
					counter <= counter + 3'b001;
				end
        end
        RECEIVING_OPERATION: begin
            operacion <= {operacion[0], MOSI};
            state <= IDLE;
        end
        default: state <= IDLE;
    endcase
end
endmodule
module Slave_SPI(
	input logic CS,
	input logic MOSI,
	input logic SLCK,
   input logic [3:0] A,
	input logic [3:0] B,
	input logic [1:0] op,
	output logic MISO,
	output reg [6:0] display,
	output reg [6:0] num1,
	output reg [6:0] num2,
	output logic Z, 
	output logic C, 
	output logic V, 
	output logic N,
	output logic speed,
	output logic LED_handshake
	);
	reg [3:0] result;
	reg [3:0] SPI_result;
	reg [7:0] mosi;
	reg [7:0] miso;
	SPI_Communication spi_communication (
		 .CS(CS),
		 .MOSI(MOSI),
		 .SLCK(SLCK),
		 .miso(miso),
		 .mosi(mosi),
		 .resultado(SPI_result),  
		 .LED_handshake(LED_handshake)
	);
	WriteToMaster wtm(.SCLK(SLCK), .CS(CS), .miso(miso), .MISO(MISO)); 
	ALU alu1 (.A(A), .B(B), .opcode(op), .result(result), .N(N), .V(V), .Z(Z), .C(C));
	PWM_module pwm1(.dutyMultiplier(result), .clk(SLCK), .rst(1), .pwm_out(speed));
	bin_to_bcd bdc1(.A(result[3]), .B(result[2]), .C(result[1]), .D(result[0]), .display(display));
	bin_to_bcd bdc2(.A(A[3]), .B(A[2]), .C(A[1]), .D(A[0]), .display(num1));
	bin_to_bcd bdc3(.A(B[3]), .B(B[2]), .C(B[1]), .D(B[0]), .display(num2));
	always @ (posedge SLCK & !CS) begin
	 mosi[7] <= mosi[6];
    mosi[6] <= mosi[5];
    mosi[5] <= mosi[4];
    mosi[4] <= mosi[3];
    mosi[3] <= mosi[2];
    mosi[2] <= mosi[1];
    mosi[1] <= mosi[0];
    mosi[0] <= MOSI;
end
endmodule 
module WriteToMaster(
    input SCLK,
    input CS,
	 input reg [7:0] miso,
    output reg MISO
);
reg [7:0] bits;
assign bits[7] = miso[0];
assign bits[6] = miso[1];
assign bits[5] = miso[2];
assign bits[4] = miso[3];
assign bits[3] = miso[4];
assign bits[2] = miso[5];
assign bits[1] = miso[6];
assign bits[0] = miso[7];
reg [2:0] counter = 3'b000;
always @ (posedge SCLK & CS) begin
		MISO <= miso[counter];
		counter<=counter+3'b001;
end 
endmodule
module bin_to_bcd(input A, B, C, D, output [6:0] display);
    assign display[0] = (~A & ~B & ~C & D | ~A & B & ~C & ~D | A & ~B & C & D | A & B & ~C & D); 
    assign display[1] = (B & C & ~D | A & C & D | A & B & ~D | ~A & B & ~C & D);
    assign display[2] = ~(B | ~C | D | A & C);  
    assign display[3] = (~B & ~C & D | B & C & D | ~A & B & ~C & ~D | A & ~B & C & ~D); 
    assign display[4] = (~A & D | ~B & ~C & D | ~A & B & ~C); 
    assign display[5] = (~A & ~B & D | ~A & ~B & C | ~A & C & D | A & B & ~C & D); 
    assign display[6] = (~A & ~B & ~C | ~A & B & C & D | A & B & ~C & ~D); 
endmodule
module half_adder (
    input bit a,
    input bit b,
    output sum,
    output carry
);
    assign sum = a ^ b;
    assign carry = a & b;
endmodule
module full_adder (
    input bit a,
    input bit b,
    input bit cin,
    output sum,
    output cout
);
    wire s1, c1, c2;
    half_adder HA1(.a(a), .b(b), .sum(s1), .carry(c1));
    half_adder HA2(.a(s1), .b(cin), .sum(sum), .carry(c2));
    assign cout = c1 | c2;
endmodule
module adder_n_bit #(parameter N = 4)(
    input [N-1:0] a,
    input [N-1:0] b,
    output [N-1:0] sum,
    output cout
);
    wire [N:0] c;
    genvar i;
    generate
        for (i = 0; i < N; i = i + 1) begin : ADD_LOOP
            if (i == 0) begin
                full_adder FA1(.a(a[i]), .b(b[i]), .cin(1'b0), .sum(sum[i]), .cout(c[i]));
            end else begin
                full_adder FA(.a(a[i]), .b(b[i]), .cin(c[i-1]), .sum(sum[i]), .cout(c[i]));
            end
        end
    endgenerate
    assign cout = c[N-1];
endmodule
module half_subtractor (
    input bit a,
    input bit b,
    output difference,
    output borrow
);
    assign difference = a ^ b;
    assign borrow = (~a) & b;
endmodule
module full_subtractor (
    input bit a,
    input bit b,
    input bit bin,
    output difference,
    output bout
);
    wire d1, b1, b2;
    half_subtractor HS1(.a(a), .b(b), .difference(d1), .borrow(b1));
    half_subtractor HS2(.a(d1), .b(bin), .difference(difference), .borrow(b2));
    assign bout = b1 | b2;
endmodule
module subtractor_n_bit #(parameter N = 4)(
    input [N-1:0] a,
    input [N-1:0] b,
    output [N-1:0] difference,
    output bout
);
    wire [N:0] b_;
    genvar i;
    generate
        for (i = 0; i < N; i = i + 1) begin : SUB_LOOP
            if (i == 0) begin
                full_subtractor FS1(.a(a[i]), .b(b[i]), .bin(1'b0), .difference(difference[i]), .bout(b_[i]));
            end else begin
                full_subtractor FS(.a(a[i]), .b(b[i]), .bin(b_[i-1]), .difference(difference[i]), .bout(b_[i]));
            end
        end
    endgenerate
    assign bout = b_[N-1];
endmodule
[design/flow/run.sh]
#!/bin/bash
# OpenROAD 26Q1-2900-gdf79404cd8, Yosys 0.63+post, stock flow scripts
make -C /OpenROAD-flow-scripts/flow DESIGN_CONFIG=/design/flow/config.mk WORK_HOME=/design/flow/orfs finish
==> results.txt <==
The following summarizes the physical implementation.

Power and ir drop
The worst-case vdd ir drop is ~0.18 mV. The power per unit of standard cell area is roughly 290 nW/um2. The power report puts the leakage power at between 2 and 3 nW.

The design draws about 0.0017 W.

Critical path
For the worst setup path, the data arrival time is around 11000 ps. The worst setup path is of the in2out kind. The launch point of the worst register-to-register path is recorded as pwm1.Q_reg[0]$_DFF_P_. Looking at the reg2reg group, the worst path ends at pwm1.Q_reg[6]$_DFF_P_.

Among all stages on the critical path, the maximum delay recorded is about 570 ps. For the worst flop-to-flop path, the logic depth is 4. The required arrival time at the worst endpoint is 5840 ps. OpenSTA lists the critical path endpoint as speed. The critical path crosses about 52 cells after its start point. The peak fanout along the critical path is 6.

Looking at the critical path, the single cell with the biggest stage delay is sky130_fd_sc_hd__fa_1. The flop-to-flop setup slack is between 6000 and 7000 ps. Per STA, the worst path accumulates the most delay in the family simple AND/OR/NAND/NOR gates. The startpoint kind of the worst setup timing path is a primary input. Per STA, the library cell used most along the worst path is sky130_fd_sc_hd__ha_4.

STA classifies the critical path endpoint as an output port. Counting both buffers and inverters, the worst setup path holds a total of 11. Per STA, the startpoint of the critical path is A[0].

STA
The count of final hold-check violations is 0. The flow reports an fmax of 79.08 MHz. The most critical hold endpoint after final layout shows a slack of 211.5 ps. Setup repair after global routing could not meet its margin everywhere. The post-route worst setup slack is -5345 ps. Of the available clock period, the critical path in the final layout requires 1.732. The final clock skew is about 1.1 ps. The final timing report derives a shortest allowable period of between 10000 and 15000 ps.

Headroom to the max-slew limit came out at 0.5570. The setup violation total in the final timing report is 1. The slew of the pin with the lowest slew margin is 660.5 ps. In the final report, the number of pins over their slew limit comes to 0.

Finish
The most frequent logic cell in the layout is sky130_fd_sc_hd__buf_4. The layout filler cell count is approximately 960. Of the cells placed in the final design, the portion with a size suffix greater than 1 is 0.4473.

The post-route non-filler standard cell count is 833. In this run the layout overhead on the synthesized area is reported as 74.03%. The flip-flop count of the largest register, all copies and words added is 8. The final cell area excluding filler cells is roughly 6000 um2. The most common logic cells in the final layout are sky130_fd_sc_hd__buf_4 (192), sky130_fd_sc_hd__nand2_1 (45), sky130_fd_sc_hd__nor2_1 (34), sky130_fd_sc_hd__clkdlybuf4s50_1 (33), sky130_fd_sc_hd__a21oi_1 (27).

Global route
The aggregate global routing overflow is 0. The via count of the first global-routing pass is between 4k and 5k. The initial antenna violation count is 0.

Summed over all routing layers, the global router reports a total usage of 0.2091. The first-pass GRT wire length is about 19000 um. The maximum number of pins on one net before global-route repair is 13.

Yosys
The sequential share of the synthesized area is 0.06577. The dominant register cell is sky130_fd_sc_hd__dfxtp_1. The cell taking the most area after synthesis is sky130_fd_sc_hd__ha_1.

The share of synthesized area in the top cell type comes to 0.1308. The cell count after synthesis is 463. Synthesis instantiated between 90 and 100 different standard cells from the library. The total cell area reported by yosys after synthesis is ~3300 um2. The number of warnings printed during yosys synthesis is 14. After synthesis the cells add up to around 3300 um2. The mean instance size in the synthesized netlist is 7.232 um2. The number of standard cells reported by yosys is approximately 460. Ranked by total cell area, the synthesized netlist is headed by sky130_fd_sc_hd__ha_1 (13%), sky130_fd_sc_hd__dfxtp_1 (6.6%), sky130_fd_sc_hd__nand2_1 (5.3%), sky130_fd_sc_hd__a21oi_1 (4.5%), sky130_fd_sc_hd__nor2_1 (4.3%). Counting flops with an async set or reset pin after synthesis yields a share of 0. In this run, synthesis inferred 0 flip-flops with an integrated enable. The synthesis-stage register bit count is 11.

Floorplan
The floorplan report gives the top-level pin count as slightly above 40. The total die area is around 12000 um2. The x dimension of the die is between 100 and 150 um. The report lists the number of standard-cell rows as 38.

The starting utilization of the core area is 0.3089. The standard cell core area is 10840 um2. The floorplan step set the die height to ~110 um.

Route
The starting DRC count in detailed routing is ~220. The iteration count recorded for the first detailed-route pass is 4. For this sky-water flow run, the detailed-routed wirelength per cell is reported as approximately 14 um. The detailed router placed around 4.2k vias in this run. The highest layer touched by signal routing is met4.

The wire length on met2 is 5170 um. The routed design shows a via density per instance of between 5 and 6. In the detailed route, the total length drawn on met3 is 331 um. The number of remaining DRC errors is 0.

Wires add up to between 10000 and 15000 um. The met1 routed wirelength after detailed routing is roughly 5800 um. Once detail routing completed, the nets flagged for antenna violations numbered 0.

The final antenna diode tally reported by the flow is 0.

Placement
The area of placed instances is about 5300 um2. The count of input and output buffers is 38. The placed cell count is around 790. Routability-driven placement finished with a final weighted congestion of between 0.9 and 1. The total half-perimeter wirelength after legalization and detailed placement is 9273 um.

CTS
The clock reaches the later pin of the worst-skew pair after ~550 ps. TritonCTS built the clock tree.

Worst hold path
The worst min-delay path class is in2gate. The cell depth of the worst min-delay path is 5.

Job
The count of warning messages emitted by the tools is a little over 40. Across the run, the number of max-cap violations was 0.

Outcome
The final reports fail on negative setup slack. The run finished, with violations left.
worst min-delay path by stage:
| stage | slack (ps) | to | start |
|---|---|---|---|
| 4_1_cts | 180 | clock gate | CS |
| 5_1_grt | 230 | clock gate | CS |
| 6_report | 210 | clock gate | CS |
power breakdown:
| part | switching [W] | total, W | internal (W) |
|---|---|---|---|
| clock | 0.0000338 | 0.000148 | 0.000114 |
| sequential | 0 | 0.0000526 | 0.0000526 |
| combinational | 0.000688 | 0.00147 | 0.000780 |
| total | 0.000722 | 0.00167 | 0.000947 |
tightest hold or removal path, delay by kind of cell:
| kind | cells | cell delay, ps |
|---|---|---|
| buffers and inverters | 5 | 2620 |
cells in the mapped netlist, types with 4 or more instances:
master / count
sky130_fd_sc_hd__a211oi_1: 4
sky130_fd_sc_hd__a21boi_0: 4
sky130_fd_sc_hd__a21o_1: 7
sky130_fd_sc_hd__a21oi_1: 30
sky130_fd_sc_hd__a31oi_1: 6
sky130_fd_sc_hd__and2_1: 7
sky130_fd_sc_hd__and3_1: 8
sky130_fd_sc_hd__buf_2: 8
sky130_fd_sc_hd__clkbuf_1: 7
sky130_fd_sc_hd__dfxtp_1: 11
sky130_fd_sc_hd__fa_1: 4
sky130_fd_sc_hd__ha_1: 35
sky130_fd_sc_hd__inv_1: 32
sky130_fd_sc_hd__inv_2: 4
sky130_fd_sc_hd__mux2i_1: 7
sky130_fd_sc_hd__nand2_1: 47
sky130_fd_sc_hd__nand2b_1: 9
sky130_fd_sc_hd__nand3_1: 14
sky130_fd_sc_hd__nand4_1: 5
sky130_fd_sc_hd__nor2_1: 38
sky130_fd_sc_hd__nor2b_1: 6
sky130_fd_sc_hd__nor3_1: 18
sky130_fd_sc_hd__o211ai_1: 8
sky130_fd_sc_hd__o21a_1: 6
sky130_fd_sc_hd__o21ai_0: 22
sky130_fd_sc_hd__o22ai_1: 8
sky130_fd_sc_hd__xnor2_1: 11
cell type report:
cell class	count	area, um2	share of cell area
flip-flops and latches	11	220.2	0.03779
well taps	140	175.2	0.03006
clock buffers	12	155.1	0.02663
multi-input cells	395	3226	0.5536
repair buffers	237	1901	0.3262
inverters	38	150.1	0.02577
cells by family after synthesis:
logic type	synth area share
compound gates	0.3341
simple gates	0.2773
mux	0.05418
other cells	0.001120
buf+inv	0.07325
flops	0.06577
xor+xnor	0.03662
fa+ha+maj	0.1577
what timing repair did:
item,CTS,global route
hold buffers,4,0
resized,33,30
hold endpoints to repair,1,0
buffers inserted,20,6
endpoints found under the setup margin,1,1
pin swaps,34,42
through the flow:
step | setup TNS (ps) | utilization | setup slack (ps)
after floorplan | -5512 | - | -5512
after global placement | -6265 | 0.4864 | -6265
after detailed placement | -6387 | 0.4864 | -6387
after CTS | -5706 | 0.5235 | -5706
after global routing | -5838 | 0.5375 | -5838
final | -5345 | 0.5375 | -5345
per-layer routing:
metal	global-route usage	vias up
met1	0.3152	1945
met2	0.3265	74
met4	0.05088	0
li1	-	2185
met5	0	-
met3	0.01235	15
Power is estimated from default activity; no workload was simulated.
