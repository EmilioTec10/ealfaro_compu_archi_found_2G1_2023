File: design/flow/design.v
module FAC_PG1(
    input wire clk,          
    input wire rst,          
    input wire [3:0] speed,  
    output wire motorSignal          
);
    motor_control motor_control_inst(
        .clk(clk),
        .rst(rst),
        .hex_speed(speed),
        .pwm(motorSignal)
    );
endmodule
module motor_control (
    input logic clk,
    input logic rst, 
    input logic [3:0] hex_speed,  
    output logic pwm  
);
    logic [15:0] count = 0;
    logic [15:0] speed = 0;
	localparam FREQUENCY = 50000; 
    always_ff @(posedge clk or posedge rst) begin
        if (rst) begin
            count = 0;
            speed = 0;
            pwm = 0;
        end else begin
            speed = hex_speed * (FREQUENCY / 15);  
            if (count >= FREQUENCY-1) begin
                count = 0;
            end else begin
                count = count + 1;
            end
            pwm = (count < speed) ? 1 : 0;
        end
    end
endmodule
File: design/flow/constraint.sdc
current_design FAC_PG1

set clk_period 4.3
set clk_io_pct 0.2

create_clock -name clk0 -period $clk_period [get_ports {clk}]

set non_clock_inputs [all_inputs -no_clocks]
set_input_delay [expr $clk_period * $clk_io_pct] -clock clk0 $non_clock_inputs
set_output_delay [expr $clk_period * $clk_io_pct] -clock clk0 [all_outputs]
File: design/flow/run.sh
#!/bin/bash
# OpenROAD 26Q1-2900-gdf79404cd8, Yosys 0.63+post, stock flow scripts
make -C /OpenROAD-flow-scripts/flow DESIGN_CONFIG=/design/flow/config.mk WORK_HOME=/design/flow/orfs finish
File: design/flow/config.mk
export PLATFORM = sky130hd
export DESIGN_NAME = FAC_PG1
export DESIGN_NICKNAME = FAC_PG1
export VERILOG_FILES = /design/flow/design.v
export SDC_FILE = /design/flow/constraint.sdc
export NUM_CORES = 4
export LEC_CHECK = 1
export CORE_AREA = 10 10 94 94
export DIE_AREA = 0 0 104 104
==> run notes <==
run results: storage element area 425 µm², MI comb area about 940 µm², asr flop ratio synth 100%, Detail Placement HPWL between 2000 and 2500 µm, Die ar. 0.0108 mm², setup TNS 0 ps, maximum VDD drop 0.0759 mV, fillers 762, yosys cell count 159, Post-synth EDFFs 0, # port buffers 6, Hold WC Path Type register to register, CTS sink count 17, Relative slew margins a little under three fifths, Cell Area, Synth around 0.0014 mm², CTS tree built, Congestion Overflow GR 0, Root Buffer clkbuf_8, syn avg cell area 9.11 µm², total number of vias 1078, CP max stage delay 530 ps, Pre-antenna DRT Iters 5, vias in the first global route 1049, CTS buffer count 3, max-cap viol count 0, number of library cell types mapped by synthesis 33, part of the cycle the worst path needs 84.6%, most frequent CP cell ha_1, WL/cell 10.1 µm, first-pass GRT wire length 4640 µm, final wirelength between 2000 and 3000 µm, Post-synth seq share 29.4%, Setup violations, final 0, Hold WS approximately 520 ps, H-tree depth 1, status finished, final reports clean, vias per cell between 4 and 5, crit path DAT 3800 ps, Post-CTS Resized 0, Die Span Y 104 µm, CP top delay family adder cells, # diodes 0, Synth warnings 1, type of origin of the critical path input port, clock transition at the registers of the reported paths 70 ps, Late-Pin Clk Latency 250 ps, Cell Pwr Density roughly 220 mW/mm², Chip Area, Yosys roughly 0.0014 mm², R2R setup slack roughly 1300 ps, P_leak 0.000799 µW, gpl congestion 0.798, Max Clock Skew 0.965 ps, Tmin final 3640 ps, FP Util 21.2%, Buf/Inv on CP 3, Tool Warnings 26, Crit Path Class input port to register, fmax 0.275 GHz, Fin. Hold Viols 0, Finished Cell Area 0.00165 mm², highest fanout seen on the critical path 4, post-route ant nets 0, unrepaired setup endpoints after global routing no, cell count after synthesis ~160, largest net degree at the start of global routing 18, placeable core area 0.00683 mm², Synth Register Bits 17, CTS Hold Bufs 0, final core occ roughly 24%, CP cell instances clkdlybuf4s50_1 > ha_1 > ha_1 > ha_1 > inv_1 > fa_1 > inv_1 > a21o_1 > a21oi_1 > xor2_1 > ha_1 > nor3_1 > o211ai_1 > nand2_1 > nand2_1 > o31ai_1, Placement Cell Area 0.00161 mm², GRT Util Overall 4.87%, Iter 0 DRT Violations approximately 58, number of setup buffers added after CTS 0, Max clock buf depth 2, layout cell share with drive strength beyond 1 4.22%, Area Growth Syn to Fin 14.2%, Req. time, crit path 4460 ps, Tightest Pin Transition 648 ps, Die W 104 µm, DRC Markers 0, Slew Viols, Final 0, I/O pins 7, Worst Setup End Kind register, initial antenna violation count 0, CP max stage cell clkdlybuf4s50_1, Std-Cell Rows 30, main flop type dfrtp_1
## cell type report
cell class	count	area share, %
inverters	16	3.63
multi-input cells	123	57.0
flip-flops and latches	17	25.7
clock buffers	4	2.72
repair buffers	6	3.63
well taps	96	7.26
## state kept, by name, summed over array words and instances (netlist names)
name	count
motor_control_inst.count	16
motor_control_inst.pwm	1
## through the flow
| step | std cells | setup WS, ps | power [µW] |
|---|---|---|---|
| finish | 262 | 662 | 360 |
| global route | 262 | 360 | 386 |
| CTS | 262 | 636 | 367 |
| detailed placement | 258 | 365 | 244 |
| global placement | 258 | 433 | 244 |
| floorplan | 159 | 1070 | 222 |
## cell usage in the layout, fill, tap and decap left out
cell type and instances:
a2111oi_2 1, a211oi_1 1, a21o_1 3, a21oi_1 5, a22oi_1 1, a31oi_1 2
and3_1 1, clkbuf_1 1, clkbuf_8 3, clkdlybuf4s50_1 6, dfrtp_1 17, fa_1 1
ha_1 31, inv_1 16, nand2_1 11, nand3_1 2, nand3_2 1, nand4_1 6
nor2_1 23, nor2_2 1, nor2b_1 1, nor3_1 2, nor4_1 1, o2111ai_1 1
o211ai_1 1, o21ai_0 5, o21ba_2 1, o31ai_1 1, or2_1 2, or3_1 1
or4_1 1, xnor2_1 8, xor2_1 8
## cells by family (layout without fill, tap and decap cells)
kind of cell / after synthesis / count (layout) / synth area share [%]
AND-OR/OR-AND: 22 / 22 / 10.3
XOR/XNOR: 16 / 16 / 9.67
adder cells (fa/ha/maj): 32 / 32 / 28.2
buffers and inverters: 19 / 26 / 5.53
flip-flops: 17 / 17 / 29.4
AND/OR/NAND/NOR: 53 / 53 / 17.0
## path summary, 6_finish.rpt
| kind | cells after the start | end | startpoint |
|---|---|---|---|
| worst max-delay path | 16 | motor_control_inst.pwm | speed[3] |
| min in group asynchronous | 2 | motor_control_inst.count[12] | rst |
| max in group asynchronous | 2 | motor_control_inst.count[4] | rst |
| worst min register to register | 1 | motor_control_inst.count[0] | motor_control_inst.count[0] |
| worst max register to register | 10 | motor_control_inst.pwm | motor_control_inst.count[0] |
| worst min-delay path | 1 | motor_control_inst.count[0] | motor_control_inst.count[0] |
## synthesized netlist by cell type (all sizes together), types with 3 or more instances
cell type	n	area (µm²)
dfrtp	17	425
a21oi	5	25.0
nand4	6	37.5
nand3	3	20.0
o21ai	5	25.0
inv	16	60.1
a21o	3	22.5
ha	31	388
xor2	8	70.1
nor2	24	92.6
nand2	11	41.3
xnor2	8	70.1
## where the power goes
part / total [µW] / internal, µW / switching (µW)
Combinational: 80.3 / 37.1 / 43.3
Sequential: 160 / 160 / 0.0599
Clock: 119 / 65.7 / 53.6
Total: 360 / 263 / 97.0
## layer usage
layer	wire, µm	vias up	global-route usage, %
met3	73	2	0.689
met2	1070	19	7.16
met1	1470	492	7.44
met5	0	-	0
met4	36	0	0.795
li1	-	565	-
Power and IR drop assume default switching activity.
